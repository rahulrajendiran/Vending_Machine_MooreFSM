==> design/flow/design.v <==
`timescale 1ns / 1ps
module vending_mach_fsm(
    input  wire clk,
    input  wire reset,
    input  wire [1:0]  coin,           
    input  wire [6:0]  product_price,  
    input  wire cancel,        
    output reg  Z,            
    output reg  change_given,   
    output reg [6:0] change_amount, 
    output wire [6:0] balance_out,    
    output reg invalid_coin    
);
    localparam [8:0]
        Sin = 9'b000000001,
        S10 = 9'b000000010,
        S20 = 9'b000000100,
        S30 = 9'b000001000,
        S40 = 9'b000010000,
        S50 = 9'b000100000,
        S60 = 9'b001000000,
        S70 = 9'b010000000,
        S80 = 9'b100000000;
    reg [8:0] state, next_state;
    localparam TEN    = 2'b00;
    localparam TWENTY = 2'b01;
    localparam FIFTY  = 2'b10;
    reg [1:0] stable_coin;
    reg [1:0] last_coin;
    reg [2:0] stable_count;
    reg       coin_ready;
    always @(posedge clk or posedge reset) begin
        if (reset) begin
            last_coin    <= 0;
            stable_coin  <= 0;
            stable_count <= 0;
            coin_ready   <= 0;
        end else begin
            coin_ready <= 0;
            if (coin == last_coin) begin
                stable_count <= stable_count + 1;
                if (stable_count == 3) begin
                    stable_coin <= coin;
                    coin_ready <= 1;
                end
            end else begin
                stable_count <= 1;
                last_coin <= coin;
            end
        end
    end
    reg [6:0] balance;
    reg [31:0] timeout_cnt;
    localparam TIMEOUT_LIMIT = 32'd500000;
    always @(posedge clk or posedge reset) begin
        if (reset) begin
            balance <= 0;
            timeout_cnt <= 0;
            invalid_coin <= 0;
        end else begin
            invalid_coin <= 0;
            if (cancel) begin
                change_amount <= balance;
                change_given <= (balance > 0);
                balance <= 0;
            end
            if (coin_ready) begin
                timeout_cnt <= 0;
                case(stable_coin)
                    TEN:    balance <= balance + 10;
                    TWENTY: balance <= balance + 20;
                    FIFTY:  balance <= balance + 50;
                    default: invalid_coin <= 1;
                endcase
            end else begin
                if (timeout_cnt < TIMEOUT_LIMIT)
                    timeout_cnt <= timeout_cnt + 1;
                else begin
                    balance <= 0;
                    timeout_cnt <= 0;
                end
            end
        end
    end
    assign balance_out = balance;
    always @(posedge clk or posedge reset) begin
        if (reset)
            state <= Sin;
        else
            state <= next_state;
    end
    always @(*) begin
        next_state = state;
        case(state)
        Sin:
            case(stable_coin)
                TEN:    next_state = S10;
                TWENTY: next_state = S20;
                FIFTY:  next_state = S50;
            endcase
        S10:
            case(stable_coin)
                TEN:    next_state = S20;
                TWENTY: next_state = S30;
                FIFTY:  next_state = S60;
            endcase
        S20:
            case(stable_coin)
                TEN:    next_state = S30;
                TWENTY: next_state = S40;
                FIFTY:  next_state = S70;
            endcase
        S30:
            case(stable_coin)
                TEN:    next_state = S40;
                TWENTY: next_state = S50;
                FIFTY:  next_state = S80;
            endcase
        default:
            next_state = Sin;
        endcase
    end
    always @(posedge clk or posedge reset) begin
        if (reset) begin
            Z <= 0;
            change_given <= 0;
            change_amount <= 0;
        end
        else begin
            Z <= 0;
            change_given <= 0;
            change_amount <= 0;
            if (balance >= product_price) begin
                Z <= 1;
                if (balance > product_price) begin
                    change_given <= 1;
                    change_amount <= balance - product_price;
                end
                balance <= 0;
            end
        end
    end
endmodule
==> design/flow/run.sh <==
#!/bin/bash
# OpenROAD 26Q1-2900-gdf79404cd8, Yosys 0.63+post, stock flow scripts
make -C /OpenROAD-flow-scripts/flow DESIGN_CONFIG=/design/flow/config.mk WORK_HOME=/design/flow/orfs finish
==> design/flow/config.mk <==
export PLATFORM = sky130hd
export DESIGN_NAME = vending_mach_fsm
export DESIGN_NICKNAME = vending_mach_fsm
export VERILOG_FILES = /design/flow/design.v
export SDC_FILE = /design/flow/constraint.sdc
export NUM_CORES = 4
export LEC_CHECK = 1
export CORE_AREA = 10 10 74 74
export DIE_AREA = 0 0 84 84
==> design/flow/constraint.sdc <==
current_design vending_mach_fsm

set clk_period 2.0
set clk_io_pct 0.2

create_clock -name clk0 -period $clk_period [get_ports {clk}]

set non_clock_inputs [all_inputs -no_clocks]
set_input_delay [expr $clk_period * $clk_io_pct] -clock clk0 $non_clock_inputs
set_output_delay [expr $clk_period * $clk_io_pct] -clock clk0 [all_outputs]
==> metrics.yaml <==
status: "complete, no violations"
finalSetupViolCount: 0
swShare: 0.213
path_max_fanout: 4
cts.sinks: 10
die.size.y_um: 84
n_fill_cell: 450
post-route-period-util: 0.743
dp_hpwl_um: 871
pin_count: 29
cellLeakagePower_nw: 0.299
critical_path_buf_inv_count: 1
row_count: 23
worstPathCellList: "clkdlybuf4s50_1 -> xor2_1 -> nor2_1 -> and2_1"
hp-class: "reg2reg"
async_flop_share: 1.00
final_core_util: 0.174
portBuffers: 12
wl_per_cell_um: 9.46
via_per_inst: 3.08
warnings: 26
cts_hold_buf: 0
ys_top_cells_by_count: "buf_4, dfrtp_1, nand2_1"
htreeDepth: 1
final_area_um2: 691
final_layout_size_suffix_gt1_frac: 0.0781
postSynthAreaPerCell_um2: 10.3
clk_latency_ns: 0.23
path_class: "in2reg"
post_synth_num_cell_types: 18
core_mm2: 0.00397
combPwrFrac: 0.129
drtIter0Drc: 40
cpLargestDelayFamily: "buffers and inverters"
routed_wl_um: 1080
drv_cap: 0
flop_cell: "dfrtp_1"
grt-ovfl-total: 0
grt_first_pass_wirelength_um: 1840
ys_cells: 52
cts_setup_buffers: 0
p_seq_frac: 0.459
track_usage: 0.0314
yosys_register_bits: 10
synthTopCellsByArea: "dfrtp_1, buf_4, ha_1, xor2_1, o211ai_1"
grt_max_degree: 11
die-area_mm2: 0.00706
synth_cells: 52
rsz0062_at_grt: "no"
timing.fmax_mhz: 673
cts-root-buf: "clkbuf_8"
power_switching_uw: 103
p_per_area_mw_per_mm2: 699
finalSetupTns_ns: 0
clockPowerShare: 0.412
synth-area-yosys_um2: 534
die_x_um: 84
end_kind: "flop"
synth-edff-count: 0
core_util_floorplan: 0.135
maxSlewViolCount: 0
ys_seq_frac: 0.468
placedCellCount: 111
top_area_frac: 0.468
cts_resized: 0
cp.required_ns: 2.11
numCtsBuffers: 3
critPathMaxStageDelay_ns: 0.55
grt_pass1_vias: 414
area_growth_syn_to_layout_pct: 29.3
cts_tree: "yes"
gp_congestion: 0.690
clk_pin_slew_ns: 0.04
ir_drop_uv: 333
antenna_found_initial: 0
crit_path_start_kind: "primary input"
min_period_ns: 1.49
finalClockSkew_ns: 0.00603
num_vias: 351
ant_nets: 0
drc_errors: 0
clock_path_buffers: 2
synth_top_cell_by_count: "buf_4"
synth_area_um2: 534
p_int_uw: 380
diodes: 0
synth_warnings: 31
fin_cells: 114
postPlaceCellArea_um2: 649
hold_viol: 0
dr.pass1.iters: 2
yosysTopAreaCell: "dfrtp_1"
crit_path_top_delay_cell: "clkdlybuf4s50_1"
worstPathArrival_ns: 1.60
through the flow:
step	hold slack, ns	power [mW]	setup WS (ns)
floorplan	0.240	0.273	0.874
global route	0.461	0.512	0.479
global placement	0.424	0.283	0.386
detailed placement	0.438	0.286	0.354
CTS	0.442	0.487	0.548
finish	0.436	0.483	0.514
final timing paths:
check	slack (ns)	startpoint	end	cells past startpoint
worst max-delay path	0.51	coin[1]	stable_count[1]	4
worst min-delay path	0.44	stable_count[0]	stable_count[0]	1
worst max register to register	0.83	stable_count[0]	stable_coin[1]	5
worst min register to register	0.44	stable_count[0]	stable_count[0]	1
max in group asynchronous	1.27	reset	stable_count[2]	2
min in group asynchronous	0.45	reset	stable_coin[0]	2
power groups by stage:
stage                 sequential [mW]  combinational [mW]  clock (mW)
final                           0.221              0.0624       0.199
after global routing            0.223              0.0721       0.217
after CTS                       0.222              0.0646       0.201
layout by cell type (no fill, tap or decap):
master / instances
and2_1: 2
nor2_1: 1
o21ai_0: 2
xor2_1: 2
or4_4: 1
clkbuf_8: 3
inv_1: 2
nand3_1: 2
clkdlybuf4s50_1: 12
nand2_1: 3
o211ai_1: 2
dfrtp_1: 10
ha_1: 2
and3_1: 1
nor3_1: 1
nand2b_1: 2
nor4_2: 1
conb_1: 15
metal layers:
metal | track usage | wire [um] | up-vias
met5 | 0 | 0 | -
met4 | 0.00304 | 7 | 0
met3 | 0.0295 | 176 | 2
met2 | 0.0446 | 427 | 23
met1 | 0.0348 | 467 | 162
li1 | - | - | 164
logic make-up (layout without fill, tap and decap cells):
| family | after synthesis | in the layout | share of synthesized area |
|---|---|---|---|
| flops | 10 | 10 | 0.468 |
| compound gates | 4 | 4 | 0.0468 |
| buf+inv | 19 | 17 | 0.239 |
| xor+xnor | 2 | 2 | 0.0328 |
| other cells | 1 | 15 | 0.00702 |
| fa+ha+maj | 2 | 2 | 0.0468 |
| simple gates | 14 | 14 | 0.159 |
registers in the layout (all words and copies together) (netlist names):
register / flops
Z: 1
coin_ready: 1
stable_count: 3
stable_coin: 2
last_coin: 2
invalid_coin: 1
cell type report:
type,count,area (um2),share of cell area
clock buffer,3,41.3,0.0598
inverter,2,7.51,0.0109
multi-input combinational,37,209,0.303
sequential,10,250,0.362
tap,50,62.6,0.0906
timing repair buffer,12,120,0.174
Power figures rest on the tool's default switching activity, not on a simulated workload.
